## flow/run.sh

```bash
#!/bin/bash
# OpenROAD 26Q1-2900-gdf79404cd8, Yosys 0.63+post, stock flow scripts
make -C /OpenROAD-flow-scripts/flow DESIGN_CONFIG=/design/flow/config.mk WORK_HOME=/design/flow/orfs finish
```

## flow/config.mk

```make
export PLATFORM = sky130hd
export DESIGN_NAME = vga_sender
export DESIGN_NICKNAME = vga_sender
export VERILOG_FILES = /design/flow/design.v
export SDC_FILE = /design/flow/constraint.sdc
export NUM_CORES = 4
export LEC_CHECK = 1
export CORE_UTILIZATION = 40
```

## flow/constraint.sdc

```tcl
current_design vga_sender

set clk_period 3.6
set clk_io_pct 0.2

create_clock -name clk0 -period $clk_period [get_ports {CLK100MHZ}]

set non_clock_inputs [all_inputs -no_clocks]
set_input_delay [expr $clk_period * $clk_io_pct] -clock clk0 $non_clock_inputs
set_output_delay [expr $clk_period * $clk_io_pct] -clock clk0 [all_outputs]
```

## flow/design.v

```verilog
`timescale 1ns / 1ps
module vga_controller_640_60 (pixel_clk,HS,VS,hcounter,vcounter,blank);
 input pixel_clk;
 output HS, VS, blank;
 output [10:0] hcounter, vcounter;
 parameter HMAX = 800;  
 parameter VMAX = 525;  
 parameter HLINES = 640;  
 parameter HFP = 648;  
 parameter HSP = 744;  
 parameter VLINES = 480;  
 parameter VFP = 482;  
 parameter VSP = 484;  
parameter SPP = 0;
 wire video_enable;
 reg HS,VS,blank;
 reg [10:0] hcounter,vcounter;
 always@(posedge pixel_clk)begin
 blank <= ~video_enable;
 end
 always@(posedge pixel_clk)begin
 if (hcounter == HMAX) hcounter <= 0;
 else hcounter <= hcounter + 1;
 end
 always@(posedge pixel_clk)begin
 if(hcounter == HMAX) begin
 if(vcounter == VMAX) vcounter <= 0;
 else vcounter <= vcounter + 1;
 end
 end
 always@(posedge pixel_clk)begin
 if(hcounter >= HFP && hcounter < HSP) HS <= SPP;
 else HS <= ~SPP;
 end
  always@(posedge pixel_clk)begin
 if(vcounter >= VFP && vcounter < VSP) VS <= SPP;
 else VS <= ~SPP;
 end
 assign video_enable = (hcounter < HLINES && vcounter < VLINES) ? 1'b1 : 1'b0;
endmodule
module vga_sender(
 input wire CLK100MHZ,
 output reg [3:0] VGA_R,
 output reg [3:0] VGA_G,
 output reg [3:0] VGA_B,
 output wire VGA_HS,
 output wire VGA_VS,
    output reg [3:0] j, 
    output reg [4:0] k, 
    input [7:0]c0,
    input [7:0]c1,
    input [7:0]c2,
    input [7:0]c3
 );
    reg [1:0] g; 
    reg [7:0] color;
reg pclk_div_cnt;
reg pixel_clk;
wire [10:0] vga_hcnt, vga_vcnt;
wire vga_blank;
always @(posedge CLK100MHZ) begin
 pclk_div_cnt <= !pclk_div_cnt;
 if (pclk_div_cnt == 1'b1) pixel_clk <= !pixel_clk;
end
vga_controller_640_60 vga_controller(
 .pixel_clk(pixel_clk),
 .HS(VGA_HS),
 .VS(VGA_VS),
 .hcounter(vga_hcnt),
 .vcounter(vga_vcnt),
 .blank(vga_blank)
);
always @(*) begin
 if (vga_blank) begin
 VGA_R = 0;
 VGA_G = 0;
 VGA_B = 0;
 end
 else begin
 VGA_R = vga_vcnt[6:3];
 VGA_G = vga_hcnt[6:3];
 VGA_B = vga_vcnt[6:3] + vga_hcnt[6:3];
 if ((vga_hcnt%(64*10/4) >= 20 && (vga_hcnt%(64*10/4)) <140 ) &&
 (vga_vcnt >= 130 && vga_vcnt < 350)) begin
    if(vga_hcnt%(64*10/4)<30 || vga_hcnt%(64*10/4) >=130 || vga_vcnt < 140 || vga_vcnt >= 340) begin
        VGA_R = 4'hf;
        VGA_G = 4'hf;
        VGA_B = 4'hf;
    end
    else begin
        g=vga_hcnt/(64*10/4);
        j=(vga_hcnt%(64*10/4)-30)/10;
        k=19-((vga_vcnt-140)/10);
        case(g)
            0: color = c0;
            1: color = c1;
            2: color = c2;
            3: color = c3;
        endcase
        case(color)
            default: {VGA_R,VGA_G,VGA_B} = 0;
            7: {VGA_R,VGA_G,VGA_B} = 12'h0ff;
            2: {VGA_R,VGA_G,VGA_B} = 12'h00f;
            13: {VGA_R,VGA_G,VGA_B} = 12'hfa0;
            6: {VGA_R,VGA_G,VGA_B} = 12'hff0;
            1: {VGA_R,VGA_G,VGA_B} = 12'h0f0;
            5: {VGA_R,VGA_G,VGA_B} = 12'hdad;
            0: {VGA_R,VGA_G,VGA_B} = 12'hf00;
        endcase
    end
 end
 end
end
endmodule
```

==> results.py <==
# Generated from Yosys and OpenROAD reports
metrics = {
    "critical_path": {
        "r2r.worst_path.cells": 1,
        "critical_path_peak_fanout": 3,
        "worst-endpoint-required_ps": 2880,
        "end_kind": "primary output",
        "timing.rr.start": "pixel_clk",
        "crit_path_end": "VGA_B[1]",
        "critical_path.startpoint_type": "input port",
        "critical_path_arrival_ps": 2970,
        "worst_r2r_endpoint": "pixel_clk",
        "critPathLaunch": "c3[7]",
        "r2r_setup_slack_ps": 2410,
        "crit_type": "input port to primary output",
    },
    "grt": {
        "groute.usage.overall_pct": 25.1,
        "grt_overflow_total": 0,
        "grt_antenna_before_repair": 0,
        "grt_first_pass_wirelength_um": 43700,
        "grt_pass1_vias": 8390,
        "largest_net_degree_at_the_start_of_global_routing": 30,
    },
    "route": {
        "via_count": 9421,
        "antennaDiodeCount": 0,
        "vias_per_cell": 6.42,
        "drt_pre_antenna_iters": 6,
        "routed_wl_um": 26300,
        "first_iter_violations": 972,
        "avgRoutedWirePerCell_um": 18.0,
        "drcViolationCount": 0,
        "detail-route-antenna-nets": 0,
    },
    "synth": {
        "yosysWarningCount": 2,
        "synth.most_common_cell": "nor2_1",
        "topCellsByArea": "nor2_1 5.6%, nand2_1 5.4%, xnor2_1 5.0%, a21oi_1 4.8%, edfxtp_1 4.4%",
        "summed_instance_area_of_the_synthesized_netlist_um2": 8190,
        "synth_chip_area_um2": 8190,
        "synth_flop_count": 36,
        "synthDistinctLibCells": 124,
        "cell_type_with_the_highest_aggregate_area_in_the_netlist": "nor2_1",
        "flop_cell": "dfxtp_1",
        "yosysCellCount": 1186,
        "syn-mean-instance-area_um2": 6.91,
        "commonest_cells_in_the_netlist": "123 x nor2_1, 117 x nand2_1, 79 x a21oi_1, 52 x o21ai_0, 47 x xnor2_1",
        "synth_cells": 1186,
        "postSynth.asyncResetShare_pct": 0,
        "top_area_share_pct": 5.63,
        "enable_flop_cells": 12,
    },
    "sta": {
        "report.final.setup_viol": 3,
        "worst_slew_margin_rel_pct": 40.5,
        "report.final.hold_viol_count": 0,
        "setup_repair_after_global_routing_missed_its_margin": "true",
        "unconstrained_endpoints": 56,
        "unclocked_pins": 34,
        "post-route-period-util_pct": 103,
        "timing.hold.ws_ps": 375,
        "timing.clock.skew_ps": 5.49,
        "timing.final.crit_period_ps": 3690,
        "tightestPinTransition_ps": 886,
        "slew_violations": 0,
        "timing.final.ws_setup_ps": -92.6,
        "timing.fmax_mhz": 271,
    },
    "run_status": {
        "violations_in_the_final_reports": "setup timing",
        "outcome": "complete, but fails checks",
    },
    "clocking": {
        "htreeDepth": 1,
        "hold_bufs_inserted_after_cts": 0,
        "clk_pin_slew_ps": 30,
        "clock_insertion_delay_worst_skew_ps": 220,
        "cts_tree": "yes",
        "ctsRootBufferMaster": "clkbuf_16",
        "cts_inserted_buffers": 3,
        "clock_tree.buffer_depth": 2,
    },
    "die": {
        "fp.coreArea_um2": 19800,
        "std_cell_rows": 51,
        "design.die.area_um2": 21100,
        "die_width_um": 145,
        "num_io_pins": 56,
        "initial_utilization_pct": 41.4,
        "chipHeight_um": 145,
    },
    "final_layout": {
        "final_layout_size_suffix_gt1_share_pct": 9.48,
        "postLayoutCellArea_um2": 9130,
        "comb_area_um2": 7100,
        "area.growth.synth_to_final_pct": 11.5,
        "nFillCells": 1988,
        "seqCellArea_um2": 796,
    },
    "power_and_ir_drop": {
        "report.power.total_mw": 0.255,
        "power-per-cell-area_nw_per_um2": 27.9,
        "total_leakage_power_nw": 3.03,
        "ir_drop_uv": 146,
    },
    "placed_design": {
        "dpl_cell_area_um2": 8920,
        "hpwl_um": 20700,
        "io_buffer_count": 55,
        "routabilityCongestion": 0.981,
        "dp_slack_ps": -307,
    },
    "hold_path": {
        "worst_hold_startpoint": "pclk_div_cnt",
        "hold_class": "flop to flop",
    },
    "flow_run": {
        "warnings": 40,
        "cap_viol_max_count": 0,
    },
}
registers in the layout (all words and copies together) (netlist names), 4 cells and up:
signal / flops
k: 5
vga_controller.hcounter: 11
j: 4
vga_controller.vcounter: 11
stage by stage:
stage | util, % | std cells | setup TNS [ps]
floorplan | - | 1186 | 0
CTS | 45.6 | 1464 | -1090
global placement | 45.1 | 1460 | -2690
detailed placement | 45.1 | 1460 | -2850
global route | 46.2 | 1467 | -616
finish | 46.2 | 1467 | -236
layout by cell type (no fill, tap or decap), types with 6 or more instances in the layout:
cell type,netlist,final
dlymetal6s2s_1,0,10
o31a_1,6,6
mux2_2,9,8
xor2_1,15,15
o21ai_0,52,49
nor2b_1,13,13
nand2b_1,27,27
ha_1,20,20
nor2_1,123,119
and2_1,23,23
or2_1,6,6
nand3_1,45,45
a211o_1,10,10
mux2i_1,12,12
a31oi_1,26,26
nor4_1,11,11
or3_1,15,15
a21o_1,8,8
and4_1,8,8
o31ai_1,7,7
a21oi_1,79,70
inv_1,26,26
dlxtn_1,9,9
o21ai_1,16,17
nand2_1,117,117
nor3_1,43,42
buf_4,4,20
nand4_1,21,21
o211ai_1,29,29
and3_1,23,23
clkdlybuf4s50_1,0,42
o22ai_1,7,7
a211oi_1,26,25
a21oi_2,2,11
o21a_1,19,19
edfxtp_1,12,12
xnor2_1,47,47
o211a_1,8,8
dfxtp_1,15,15
kinds of logic after synthesis:
family          after synthesis  share of synthesized area (%)
simple gates                520                           32.8
compound gates              428                           38.9
flops                        27                           8.06
mux                          23                           3.16
buf+inv                      93                           4.93
fa+ha+maj                    22                           3.42
xor+xnor                     64                           7.10
latches                       9                           1.65
worst max-delay path: stages:
cell and delay (ps):
clkdlybuf4s50_1 400, or4_4 540, a21oi_2 150, o21ai_2 100, nor2_2 170, nand3_1 110, a21o_1 200, a21oi_2 100
clkdlybuf4s50_1 480
how the worst min path moves through the flow:
stage	end	slack, ps	cells past startpoint
finish	pclk_div_cnt	380	1
global route	pclk_div_cnt	390	1
CTS	pclk_div_cnt	380	1
layout make-up:
type                       instances  share of cell area, %
clock buffer                       4                  0.863
inverter                          30                   1.23
multi-input combinational       1057                   77.7
sequential                        36                   8.71
tap                              265                   3.63
timing repair buffer              75                   7.82
what timing repair did:
action	in CTS	in global routing
setup endpoints to repair	12	12
gates cloned	0	0
pin swaps	2	11
resized	14	35
setup buffers	0	3
per-layer routing:
metal / global-route usage, % / vias up / routed length, um
li1: - / 4608 / -
met1: 38.8 / 4408 / 12700
met2: 39.1 / 374 / 11700
met3: 2.02 / 31 / 1730
met4: 3.00 / 0 / 293
met5: 0 / - / 0
power by group:
| group | internal (mW) | total [mW] | switching, mW |
|---|---|---|---|
| logic | 0.0428 | 0.0590 | 0.0162 |
| registers | 0.0239 | 0.0239 | 0 |
| clock network | 0.146 | 0.172 | 0.0264 |
| total | 0.212 | 0.255 | 0.0426 |
No activity file was given, so power comes from the tool's default toggle rates.
