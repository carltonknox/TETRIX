==> /design/flow/run.sh <==
#!/bin/bash
# OpenROAD 26Q1-2900-gdf79404cd8, Yosys 0.63+post, stock flow scripts
make -C /OpenROAD-flow-scripts/flow DESIGN_CONFIG=/design/flow/config.mk WORK_HOME=/design/flow/orfs finish
==> /design/flow/config.mk <==
export PLATFORM = sky130hd
export DESIGN_NAME = led_matrix_data_path
export DESIGN_NICKNAME = led_matrix_data_path
export VERILOG_FILES = /design/flow/design.v
export SDC_FILE = /design/flow/constraint.sdc
export NUM_CORES = 4
export LEC_CHECK = 1
export CORE_AREA = 10 10 93 93
export DIE_AREA = 0 0 103 103
==> /design/flow/design.v <==
module led_matrix_data_path(
	input CLK, 
	input RESET, 
	input CE, 
	input WE, 
	input [4:0] row0, 
	input [3:0] col0, 
	input [2:0] color0,
	input [4:0] row1,
	input [3:0] col1,
	input [2:0] color1,
	output [2:0] RGB0,
	output [2:0] RGB1
	);
	reg [7:0] addr;
	always @(posedge CLK, posedge RESET) begin
		if(RESET) begin
			addr <= 0;
		end
		else if(CE) begin
			addr <= addr + 8'b1;
		end
		else begin
			addr <= addr;
		end
	end
	two_port_ram color_matrix(
		.reset(RESET),
		.address_a((WE) ? {row0,col0} : {1'b0, addr}),
		.address_b((WE) ? {row1,col1} : {1'b1, addr}),
		.clock(CLK),
		.data_a(color0),
		.data_b(color1),
		.wren_a(WE),
		.wren_b(WE),
		.q_a(RGB0),
		.q_b(RGB1)
	);
endmodule
module two_port_ram(
	input reset,
	input [8:0] address_a,
	input [8:0] address_b,
	input clock,
	input [2:0] data_a,
	input [2:0] data_b,
	input wren_a,
	input wren_b,
	output [2:0] q_a,
	output [2:0] q_b
	);
	reg [8:0] address_a_pipe;
	reg [8:0] address_b_pipe;
	reg [2:0] data_a_pipe;
	reg [2:0] data_b_pipe;
	reg wren_a_pipe;
	reg wren_b_pipe;
	reg [2:0] mem [511:0];
	reg [2:0] q_a_pipe;
	reg [2:0] q_b_pipe;
	integer i;
	always @(negedge clock) begin
		if(reset) begin
			address_a_pipe <= 0;
			address_b_pipe <= 0;
			data_a_pipe <= 0;
			data_b_pipe <= 0;
			wren_a_pipe <= 0;
			wren_b_pipe <= 0;
			q_a_pipe <= 0;
			q_b_pipe <= 0;
			for(i = 0; i < 512; i = i + 1) begin
				mem[i] <= i;
			end
			mem[0] <= 3'b000;
			mem[1] <= 3'b001;
			mem[2] <= 3'b010;
			mem[3] <= 3'b011;
			mem[4] <= 3'b100;
			mem[5] <= 3'b101;
			mem[6] <= 3'b110;
			mem[7] <= 3'b111;
		end
		else begin
			address_a_pipe <= address_a;
			address_b_pipe <= address_b;
			data_a_pipe <= data_a;
			data_b_pipe <= data_b;
			wren_a_pipe <= wren_a;
			wren_b_pipe <= wren_b;
			q_a_pipe <= mem[address_a_pipe];
			q_b_pipe <= mem[address_b_pipe];
		end
	end
	assign q_a = q_a_pipe;
	assign q_b = q_b_pipe;
endmodule 
module led_matrix_ctrl_path(
input CLK,
input RESET,
output reg CE,
output reg CLK_EN,
output reg LAT,
output reg OE,
output reg busy,
output reg [3:0] row_addr
);
parameter INIT = 4'd0, PRE = 4'd1, DATA = 4'd2, POST = 4'd3, 
LATCH = 4'd4, OUTPUT = 4'd5, DEAD = 4'd6, INC = 4'd7, DEADinc = 4'd8;
reg [31:0] cycle_count;
reg [3:0] state;
reg [3:0] next_state;
always @ (*) begin
case(state)
	INIT:   next_state = PRE;
	PRE:    next_state = (cycle_count == 1) ? DATA : PRE;
	DATA:   next_state = (cycle_count == 29) ? POST : DATA;
	POST:   next_state = (cycle_count == 1) ? LATCH : POST;
	LATCH:  next_state = OUTPUT;
	OUTPUT: next_state = (cycle_count == 15000) ? DEAD : OUTPUT;
	DEAD:   next_state = (cycle_count == 250) ? INC : DEAD;
	INC:    next_state = DEADinc;
	DEADinc:next_state = (cycle_count == 250) ? PRE : DEADinc;
	default: next_state = INIT;
endcase
end
always @ (state) begin
	case(state)
	INIT:   begin CE = 1'b0; CLK_EN = 1'b0; LAT = 1'b0; OE = 1'b1; busy = 0; end
	PRE:    begin CE = 1'b1; CLK_EN = 1'b0; LAT = 1'b0; OE = 1'b1; busy = 1; end
	DATA:   begin CE = 1'b1; CLK_EN = 1'b1; LAT = 1'b0; OE = 1'b1; busy = 1; end
	POST:   begin CE = 1'b0; CLK_EN = 1'b1; LAT = 1'b0; OE = 1'b1; busy = 1; end
	LATCH:  begin CE = 1'b0; CLK_EN = 1'b0; LAT = 1'b1; OE = 1'b1; busy = 0; end
	OUTPUT: begin CE = 1'b0; CLK_EN = 1'b0; LAT = 1'b0; OE = 1'b0; busy = 0; end
	DEAD:   begin CE = 1'b0; CLK_EN = 1'b0; LAT = 1'b0; OE = 1'b1; busy = 0; end
	INC:    begin CE = 1'b0; CLK_EN = 1'b0; LAT = 1'b0; OE = 1'b1; busy = 0; end
	DEADinc:begin CE = 1'b0; CLK_EN = 1'b0; LAT = 1'b0; OE = 1'b1; busy = 0; end
	default:begin CE = 1'b0; CLK_EN = 1'b0; LAT = 1'b0; OE = 1'b1; busy = 0; end
endcase	
end
always @ (posedge CLK, posedge RESET) begin
	if(RESET) begin
		state <= INIT;
		cycle_count <= 0;
	end
	else if(next_state != state) begin
		state <= next_state;
		cycle_count <= 0;
	end
	else begin 
		state <= next_state;
		cycle_count <= cycle_count + 1; 
	end
end
always @ (posedge CLK, posedge RESET) begin
	if(RESET) begin
		row_addr <= 0;
	end
	else if(state == INC) begin
		row_addr <= row_addr + 1;
	end
	else begin 
		row_addr <= row_addr;
	end
end
endmodule
module top_level(
	input CLK, 
	input reset, 
	output clk_out, 
	output [2:0] RGB0,
	output [2:0] RGB1,
	output LAT, 
	output OE, 
	output [3:0] led_addr,
	output [3:0] gnd
);
wire CLK_DIV;
clock_div_22#(20) cd(CLK,reset,CLK_DIV);
wire CE;
wire CLK_EN;
wire WE;
assign clk_out = CLK_EN & CLK_DIV;
assign gnd = 4'b0000;
led_matrix_data_path data_path(
		.CLK(CLK_DIV), 
		.RESET(reset), 
		.CE(CE), 
		.WE(1'b0), 
		.row0(5'b00000), 
		.col0(4'b0000), 
		.color0(3'b000),
		.row1(5'b00000),
		.col1(4'b0000),
		.color1(3'b000),
		.RGB0(RGB0),
		.RGB1(RGB1)
);
led_matrix_ctrl_path ctrl_path(
	.CLK(CLK_DIV),
	.RESET(reset),
	.CE(CE),
	.CLK_EN(CLK_EN),
	.LAT(LAT),
	.OE(OE),
	.busy(busy),
	.row_addr(led_addr)
);
endmodule
==> /design/flow/constraint.sdc <==
current_design led_matrix_data_path

set clk_period 1.8
set clk_io_pct 0.2

create_clock -name clk0 -period $clk_period [get_ports {CLK}]

set non_clock_inputs [all_inputs -no_clocks]
set_input_delay [expr $clk_period * $clk_io_pct] -clock clk0 $non_clock_inputs
set_output_delay [expr $clk_period * $clk_io_pct] -clock clk0 [all_outputs]
==> results.cfg <==
; flow metrics
[worst_setup_path]
cp_slowest_cell = dfxtp_2
critPathBufInv = 1
crit_fanout = 1
crit_family = flip-flops
critPathMaxStageDelay_ns = 0.31
r2r_end = color_matrix.address_a_pipe[0]$_SDFF_NP0_
worstPathArrival_ns = 1.64
worstSetupPathType = flop to output port
start_kind = flop
crit_chain = buf_2
reg2reg_setup_slack_ns = 0.27
r2r_start = addr[0]$_DFFE_PP0P_
cp-end-kind = output port
worstRegToRegCells = 2
worstPathRequired_ns = 1.44

[grt]
grt_overflow_total = 0
antenna_found_initial = 0
grt_pass1_wl_um = 1850
first_global_vias = 385
grt_usage = 0.0231
grt_max_degree = 14

[synth]
yosysWarnings = 3
ys_cells = 48
yosys.cell_types.count = 13
syn-instance-count = 48
ys_seq_share = 0.633
synthTopLogicFamily = simple AND/OR/NAND/NOR gates
synth_top_area_share = 0.482
synthAoiAreaFrac = 0.0603
postSynthAreaPerCell_um2 = 10.4
syn-cell-area_um2 = 498
xor_area_frac = 0.0352
mux_area_frac = 0.0226
ys.flops = 15
adder_share = 0.0251
topCellsByArea = dfxtp_1 48%, dfrtp_1 15%, nor2b_1 7.5%
top_area_cell = dfxtp_1
ys_sh_simple = 0.166
yosys-stat-area_um2 = 498

[placed_design]
gp_congestion = 0.713
io_buffers = 15
place_hpwl_um = 919
place_ws_ns = -0.435

[cts]
post-cts-setup-buffers = 0
cts_root_buf = clkbuf_8
cts_sinks = 15
postCtsHoldBufs = 0
path_clk_slew_ns = 0.04
cts_tree = built
worstSkewPairLatency_ns = 0.31
clk_path_buf_depth = 2
numCtsBuffers = 3
htreeDepth = 1

[final_timing]
rsz0062_at_grt = yes
worst_slack_ns = -0.195
maxSlewHeadroom = 0.834
report.final.slew_viol_count = 0
finalHoldViolations = 0
hold_slack_ns = 0.425
final.setup_skew_ns = 0.0658
worst_pin_slew_ns = 0.248
setup_violations = 6

[run_status]
status = complete, but fails checks
violations = setup timing

[floorplanning]
dieArea_um2 = 10600
initCoreUtil = 0.0737
die_width_um = 103
row_count = 30
io_pins = 34
core_um2 = 6760
fp.dieH_um = 103

[route]
ant_nets = 0
initialDrtViolationCount = 9
wl_per_cell_um = 7.55
drc = 0
n_antenna_cell = 0
vias_per_cell = 2.38
wirelength_um = 1160
firstDrtPassIters = 4
vias = 367

[min_path]
min_delay_path_depth = 1
min_path_type = flop to flop
min_to = color_matrix.q_a_pipe[2]$_SDFF_NP0_
hp-start = color_matrix.address_a_pipe[2]$_SDFF_NP0_

[power]
power.share.clock = 0.393
p_sw_mw = 0.275
seq_power_share = 0.462
p_per_area_nw_per_um2 = 1200
p_leak_nw = 0.361
vdd_drop_max_mv = 0.368
combPwrFrac = 0.145
switching_share = 0.287
intPower_mw = 0.681

[cells_and_area]
mostFrequentLayoutCell = inv_1
drive_above_1_share = 0.203
syn_to_final_growth_pct = 60.1
layout_top_cells = 13 x inv_1, 9 x dfxtp_1, 8 x clkdlybuf4s50_1

[run]
warnings = 57
max_cap_viol_count = 0
-- worst register-to-register path, stage by stage, from the launching register on --
cell	delay [ns]
dfrtp_1	0.41
nand2b_1	0.11
a21oi_1	0.07
-- power by group through the flow --
stage     registers [mW]  logic [mW]  clock network (mW)
6_report           0.441       0.139               0.375
5_1_grt            0.454       0.170               0.423
4_1_cts            0.442       0.142               0.395
-- cells by family after synthesis --
kind of cell	after synthesis
AND-OR/OR-AND	6
XOR/XNOR	2
adder cells (fa/ha/maj)	1
buffers and inverters	7
flip-flops	15
multiplexers	1
AND/OR/NAND/NOR	16
-- sequential cells by signal, summed over array words and instances, names as in the netlist --
signal and count:
addr 3, color_matrix.q_b_pipe 3, color_matrix.address_a_pipe 3, color_matrix.address_b_pipe 3, color_matrix.q_a_pipe 3
-- Yosys cell counts --
library cell  count
xor2_1            1
nand2b_1          3
mux2_2            1
ha_1              1
nand2_1           7
nor2b_1           6
clkbuf_1          3
a21oi_1           6
dfrtp_1           3
buf_2             2
xnor2_1           1
inv_1             2
dfxtp_1          12
-- stage by stage --
stage / std cells / area, um2 / utilization / total power, mW / TNS (ns)
5_1_grt: 154 / 797 / 0.118 / 1.05 / -1.23
4_1_cts: 154 / 795 / 0.118 / 0.979 / -1.12
6_report: 154 / 797 / 0.118 / 0.955 / -1.03
3_3_place_gp: 139 / 734 / 0.109 / 0.632 / -5.45
2_1_floorplan: 48 / 498 / - / 0.569 / 0
3_5_place_dp: 139 / 734 / 0.109 / 0.639 / -5.62
-- worst max-delay path by stage --
| stage | slack (ns) | cells after the start | to | from |
|---|---|---|---|---|
| after global routing | -0.22 | 1 | RGB1[0] | color_matrix.q_b_pipe[0]$_SDFF_NP0_ |
| final | -0.20 | 1 | RGB1[0] | color_matrix.q_b_pipe[0]$_SDFF_NP0_ |
| after CTS | -0.21 | 1 | RGB1[0] | color_matrix.q_b_pipe[0]$_SDFF_NP0_ |
-- layer usage --
layer  share of wire  routed length [um]  track usage  up-vias
met3            0.17                 197       0.0264        0
met5               0                   0            0        -
met1            0.50                 578       0.0280      153
met4               0                   0      0.00428        0
li1                -                   -            -      199
met2            0.33                 388       0.0258       15
-- repair_timing --
| action | in CTS | in global routing |
|---|---|---|
| resized | 21 | 2 |
| setup endpoints to repair | 12 | 6 |
| gates cloned | 0 | 0 |
-- layout make-up --
class	instances	area [um2]
clock buffer	3	41.3
fill	783	5960
tap	80	100
multi-input combinational	26	154
clock inverter	13	52.6
timing repair buffer	16	126
inverter	1	3.75
sequential	15	319
No activity file was given, so power comes from the tool's default toggle rates.
